### ./constraint.sdc
current_design COMC

set clk_period 14.2
set clk_io_pct 0.2

create_clock -name clk0 -period $clk_period

set non_clock_inputs [all_inputs -no_clocks]
set_input_delay [expr $clk_period * $clk_io_pct] -clock clk0 $non_clock_inputs
set_output_delay [expr $clk_period * $clk_io_pct] -clock clk0 [all_outputs]
### ./run.sh
#!/bin/bash
# OpenROAD 26Q1-2900-gdf79404cd8, Yosys 0.63+post, stock flow scripts
make -C /OpenROAD-flow-scripts/flow DESIGN_CONFIG=/design/flow/config.mk WORK_HOME=/design/flow/orfs finish
### ./design.v
module COMC
(
        in_n0,
        in_n1,
        in_n2,
        in_n3,
        opt,
        out_n0,
        out_n1,
        out_n2,
        out_n3
);
input[3:0]in_n0,in_n1,in_n2,in_n3;
input[1:0]opt;
output reg[3:0]out_n0,out_n1,out_n2,out_n3;
reg[5:0] tmp;
reg[3:0] max, array [1:4];
integer i,j;
always@*
begin
array[1] = in_n0;
array[2] = in_n1;
array[3] = in_n2;
array[4] = in_n3;
case(opt)
  2'b00:
  begin
    for(i=1;i < 4; i = i + 1) begin
      for(j = 1;j < 5 - i; j = j + 1) begin
        if(array[j] > array[j+1]) begin
          max = array[j];
          array[j] = array[j+1];
          array[j+1] = max;
        end
      end
    end
    tmp = (array[1] + array[2] + array[3] + array[4])/4;
    array[4] = tmp;
    out_n0 = array[1];
    out_n1 = array[2];
    out_n2 = array[3];
    out_n3 = array[4];
  end
  2'b01:
  begin
    for(i=1;i < 4; i = i +1) begin
      for(j = 1;j < 5 - i; j = j + 1) begin
        if(array[j] > array[j+1]) begin
          max = array[j];
          array[j] = array[j+1];
          array[j+1] = max;
        end
      end
    end
    tmp = array[1];
    array[1] = 0;
    for(i=2;i<=4; i = i+1) begin
      if(array[i] < tmp) 
        array[i] = array[i] +10 - tmp;
      else 
        array[i] = array[i] - tmp;
    end
    out_n0 = array[1];
    out_n1 = array[2];
    out_n2 = array[3];
    out_n3 = array[4];
  end
  2'b10:
  begin
    tmp = array[1];
    array[1] = array[4];
    array[4] = tmp;
    tmp = array[2];
    array[2] = array[3];
    array[3] = tmp; 
    tmp = array[1];
    array[1] = 0;
    for(i=2;i<=4; i = i+1) begin
      if(array[i] < tmp)
        array[i] = array[i] +10 - tmp;
      else
        array[i] = array[i] - tmp;
    end
    out_n0 = array[1];
    out_n1 = array[2];
    out_n2 = array[3];
    out_n3 = array[4];
  end
  2'b11:
  begin
    tmp = (array[1] + array[2] + array[3] + array[4])/4;
    j = 0;
    max = 0;
    for(i=1;i<5;i = i+1) begin
      if(array[i] >= max) begin
        j = i;
        max = array[i];
      end
    end
    array[j] = tmp;
    for(i=1;i < 5; i = i + 1) begin
      if(array[i] == 0 || array[i] == 5)
        array[i] = array[i];
      else
        array[i] = 10 - array[i];
    end
    out_n0 = array[1];
    out_n1 = array[2];
    out_n2 = array[3];
    out_n3 = array[4];
  end
  default: 
  begin
    out_n0 = 4'bx;
    out_n1 = 4'bx;
    out_n2 = 4'bx;
    out_n3 = 4'bx;
  end
endcase
end
endmodule
### ./config.mk
export PLATFORM = sky130hd
export DESIGN_NAME = COMC
export DESIGN_NICKNAME = COMC
export VERILOG_FILES = /design/flow/design.v
export SDC_FILE = /design/flow/constraint.sdc
export NUM_CORES = 4
export LEC_CHECK = 1
export CORE_UTILIZATION = 30
==> changes_impl.md <==
### Implementation results

- Least-Margin Pin Slew: 0.7546 ns
- Final routed wirelength across all metal layers: 15.91 mm
- Global-route wire length before repair: 25.30 mm
- Cell count after placement: 973
- Reg area: 0 um2
- Std-Cell Core Area: 15,430 um2
- Fraction of final layout cells sized beyond drive strength 1: 42.40%
- CP peak stage delay: 0.53 ns
- Tool warnings: 63
- Count of buffers inserted at the top-level ports: 34
- Most common cell type on the critical path: sky130_fd_sc_hd__buf_4
- Chip area line of the yosys report: 4816 um2
- Pin count of the biggest net entering global routing: 39
- Number of antenna violations at the first check in global routing: 0
- Diode count: 0
- Weighted congestion at the end of routability-driven global placement: 0.8984
- Sequential share of the synthesized area: 0%
- Final setup fails: 0
- Classification of the worst setup path: input pin to output port
- Post-synthesis area per instance: 7.831 um2
- First-iteration detailed-routing DRC count: 181
- Final Hold Vio Count: 0
- Remaining DRCs: 0
- Result of the run: complete, no violations
- Final core utilization: 49.45%
- Final Max Slew Viols: 0
- Post-layout min period: 14.14 ns
- Number of sequential cells in the layout: 0
- Horizontal die dimension: 128.7 um
- Number of iterations in the first detailed-routing pass: 4
- YS warnings: 2
- Area Overhead vs Synth: 58.40%
- Startpoint type of the worst setup path: input pin
- Row count: 45
- Chip Area: 16,560 um2
- Final instance count without filler cells: 1,060
- Routed len/inst: 15.01 um
- Ports placed on the boundary: 34
- Setup crit end kind: output port
- Dpl hpwl: 11.89 mm
- Clock Buffer Count: 0
- Count of max-cap constraint violations: 0
- Aggregate global-route resource usage: 19.68%
- Overflow after GRT: 0
- Post-CTS Hold Fix Bufs: 0
- Hold Path Stages: 4
- Required time of the worst setup path: 11.36 ns
- Rel. slew slack: 49.16%
- Via count of the first global-routing pass: 5,182
- Initial standard-cell utilization of the core: 31.22%
- Worst Hold Class: input pin to output port
- RSZ-0062 raised after global routing: true
- Netlist cell types: 80
- Vertical die dimension: 128.7 um
- Yosys cell count: 615
- Gate Count Post-Synth: 615
- Period utilization: 99.57%
- Critical Path Fanout Max: 9
- CP max-delay cell: sky130_fd_sc_hd__fa_2
- Cell area after technology mapping: 4816 um2
- Maximum operating frequency: 0.07073 GHz
- Data arrival time at the worst-slack endpoint: 11.30 ns
- Via count normalized by instance count: 4.898
- Count of antenna-violating nets left after detailed routing: 0
- Via count: 5,192
[through the flow]
step	hold WS, ns	instance area [um2]	worst slack (ns)	TNS [ns]
after floorplan	5.797	4930	0.005801	0
after global placement	6.844	6424	-0.8559	-3.963
after detailed placement	6.829	6424	-0.9471	-4.511
after CTS	6.760	7156	0.05505	0
after global routing	6.576	7629	-0.2135	-0.7061
final	6.521	7629	0.06089	0
[worst paths after layout]
path | startpoint | endpoint | slack, ns
setup / recovery | in_n0[1] | out_n3[0] | 0.06
hold / removal | opt[1] | out_n2[2] | 6.52
[cells by family after synthesis]
| family | share of synthesized area [%] |
|---|---|
| and+or+nand+nor | 14.50 |
| AOI/OAI and AO/OA | 25.57 |
| buffers and inverters | 8.885 |
| xor gates and xnor gates | 4.729 |
| muxes | 9.898 |
| adders and majority gates | 36.42 |
[layer usage]
| metal | global-route usage [%] | part of all wire (%) | up-vias |
|---|---|---|---|
| met2 | 33.74 | 47 | 99 |
| met5 | 0 | 0 | - |
| li1 | - | - | 2635 |
| met4 | 1.384 | 0.57 | 0 |
| met1 | 28.54 | 49 | 2452 |
| met3 | 1.525 | 3.8 | 6 |
[layout by cell type (no fill, tap or decap), drive strengths merged, types with 4 or more instances in the layout]
master / netlist / layout
nand2: 47 / 47
buf: 6 / 222
fa: 32 / 32
and3: 4 / 4
dlymetal6s2s: 0 / 6
mux2i: 31 / 31
o211ai: 5 / 5
a31oi: 8 / 8
a21oi: 45 / 45
ha: 89 / 89
xnor2: 9 / 9
xor2: 17 / 17
mux2: 7 / 7
nand2b: 11 / 11
nand3: 6 / 6
inv: 90 / 88
a21o: 22 / 22
o2111ai: 4 / 4
or2: 5 / 5
a211oi: 6 / 6
o21ai: 51 / 51
nor2b: 4 / 4
o22ai: 4 / 4
clkdlybuf4s50: 0 / 16
nand4: 5 / 5
nor2: 41 / 41
nor3: 7 / 7
[worst max-delay path: cells and delay by family]
kind | cells | cell delay (ns)
buffers and inverters | 30 | 3.42
adder cells (fa/ha/maj) | 6 | 2.01
AND-OR/OR-AND | 7 | 1.35
AND/OR/NAND/NOR | 7 | 0.93
multiplexers | 2 | 0.72
[Yosys cell counts (all sizes together) (5+ instances only)]
master / n / area share (%)
nor3: 7 / 0.94
nand2b: 11 / 1.4
inv: 90 / 7.1
nand4: 5 / 0.65
buf: 6 / 0.86
fa: 32 / 13
clkbuf: 10 / 0.78
xor2: 17 / 3.1
o211ai: 5 / 0.88
xnor2: 9 / 1.6
ha: 89 / 23
a211oi: 6 / 1.0
or2: 5 / 0.65
a21oi: 45 / 4.9
nand2: 47 / 3.7
a21o: 22 / 3.4
nand3: 6 / 0.62
nor2: 41 / 3.5
a31oi: 8 / 1.0
mux2: 7 / 1.7
o21ai: 51 / 5.5
mux2i: 31 / 6.8
[final cells by class]
class	count	area (um2)
inverter	91	361.6
tap	211	264.0
timing repair buffer	250	1972
multi-input combinational	508	5031
fill	1384	7799
[repair_timing]
| item | in CTS | in global routing |
|---|---|---|
| pin swaps | 49 | 52 |
| buffers inserted | 73 | 16 |
| setup endpoints to repair | 8 | 10 |
| hold endpoints to repair | 0 | 0 |
| resized | 83 | 91 |
